==> ./design.v <==
module regs #(parameter n = 8)  
(input logic clk, w,  
 input logic s_i,
 input logic [n-1:0] Wd_data, 
 input logic [2:0] Rd, 
 input logic [1:0] Rs, 
 input  logic [9:0] SW,         
 output logic [n-1:0] Rs_data, Rd_data);  
	logic [n-1:0] gpr [4:0];
	always_ff @ (posedge clk or posedge SW[9])
	begin
	if (SW[9]) begin
      for (int i = 0; i < 5; i++)   
        gpr[i] <= '0;
      end
	else if (w) begin
      gpr[Rd] <= Wd_data;
    end
	end
	always_comb 
	begin
	case (Rs)
		2'd0: Rs_data = 8'b0;                 
		2'd2: Rs_data = {7'b0, SW[8]};         
		default: Rs_data = gpr[Rs];       
	endcase
	case (Rd)
		2'd0: Rd_data = 8'b0;
		2'd1: Rd_data = SW[7:0]; 
		2'd2: Rd_data = {7'b0, SW[8]};
		default: Rd_data = gpr[Rd];
	endcase
 	if(SW[8] && s_i)
		Rd_data = gpr[4];
 	if(SW[9])begin
		Rd_data = 0;
		Rs_data = 0;
	end
	end
endmodule  
==> ./run.sh <==
#!/bin/bash
# OpenROAD 26Q1-2900-gdf79404cd8, Yosys 0.63+post, stock flow scripts
make -C /OpenROAD-flow-scripts/flow DESIGN_CONFIG=/design/flow/config.mk WORK_HOME=/design/flow/orfs finish
==> ./config.mk <==
export PLATFORM = sky130hd
export DESIGN_NAME = regs
export DESIGN_NICKNAME = regs
export VERILOG_FILES = /design/flow/design.v
export SDC_FILE = /design/flow/constraint.sdc
export NUM_CORES = 4
export LEC_CHECK = 1
export CORE_AREA = 10 10 99 99
export DIE_AREA = 0 0 109 109
==> ./constraint.sdc <==
current_design regs

set clk_period 2.3
set clk_io_pct 0.2

create_clock -name clk0 -period $clk_period [get_ports {clk}]

set non_clock_inputs [all_inputs -no_clocks]
set_input_delay [expr $clk_period * $clk_io_pct] -clock clk0 $non_clock_inputs
set_output_delay [expr $clk_period * $clk_io_pct] -clock clk0 [all_outputs]
==> flow_summary.json <==
{
  "synth.yosys.chip_area_sq_um": 1304,
  "enable_flop_cells": 0,
  "synth_mux_share_pct": 29.27,
  "synth_adder_area_share_pct": 0.7678,
  "topCombFamilyByArea": "multiplexers",
  "slew_violations": 0,
  "static-leakage-power_uw": 0.0008685,
  "clock_skew_ps": 0,
  "final-hold-violation-count": 0,
  "post_synth_instance_area_sq_um": 1304,
  "grt_pass1_vias": 1109,
  "top_regs": "gpr x24",
  "critical_path_buf_inv_count": 4,
  "whs_path_depth": 1,
  "cts.root.buffer_cell": "sky130_fd_sc_hd__clkbuf_8",
  "worst_path_dominant_cell_family": "buffers and inverters",
  "warnings": 25,
  "htreeDepth": 1,
  "max_cap_viol_count": 0,
  "wire_per_inst_um": 15.36,
  "coreArea_sq_um": 7727,
  "yosys.area.top_type_share_pct": 46.07,
  "synth_xor_xnor_area_share_pct": 0,
  "fp.dieArea_sq_um": 11880,
  "worstSetupEndpointType": "output port",
  "finalClockPeriodUsage_pct": 96.56,
  "worstSetupPathType": "in2out",
  "avgViaCountPerCell": 3.919,
  "synth_compound_gate_area_share_pct": 13.34,
  "ys_dominant_reg_cell": "sky130_fd_sc_hd__dfrtp_1",
  "floorplan_utilization_pct": 16.87,
  "cell_type_with_the_largest_total_area_after_synthesis": "sky130_fd_sc_hd__dfrtp_1",
  "finalHoldWorstSlack_ps": 514.7,
  "crit_chain": "buf_2, or3b_4, a21oi_4, buf_12, buf_4, o2bb2ai_1, dlygate4sd2_1",
  "place.detailed.hpwl_um": 2979,
  "grt_max_degree": 25,
  "largest-register": "gpr",
  "clock_tree.buffer_depth": 2,
  "synth_cells": 101,
  "globalplace.congestion": 0.7984,
  "most_common_cell": "sky130_fd_sc_hd__dfrtp_1",
  "antenna-diode-count": 0,
  "r2r_cells": 1,
  "synthesis.area_per_instance_sq_um": 12.91,
  "ir_drop_worst_vdd_mv": 0.2494,
  "drive_above_1_share_pct": 37.34,
  "power-per-cell-area_nw_per_um2": 590.4,
  "worstHoldPathType": "reg2reg",
  "postRouteWirelength_um": 3994,
  "worst_setup_hold_path_clk_slew_ps": 90,
  "largest_reg_flops": 24,
  "startpoint_type": "input pin",
  "postRouteAntennaNets": 0,
  "hold_fix_buffers_at_cts": 0,
  "synth.cellmix.simpleShare_pct": 7.965,
  "clock_tree_from_tritoncts": "done",
  "drt_iter0_markers": 63,
  "numCtsBuffers": 3,
  "clock_sinks": 24,
  "synth.lib_cells_used.distinct": 23,
  "timing.max_slew.rel_slack_pct": 78.42,
  "track_usage_pct": 6.735,
  "die_w_um": 109,
  "report.final.setup_viol": 0,
  "layout_min_cycle_time_ps": 2221,
  "io_buffers": 41,
  "worst_path_depth": 7,
  "post-route-util_pct": 26.36,
  "synth.cells.most_frequent": "sky130_fd_sc_hd__dfrtp_1, sky130_fd_sc_hd__mux2_2, sky130_fd_sc_hd__nor2_1",
  "num_vias": 1019,
  "cp_data_arrival_time_ps": 1760,
  "unrepaired_setup_endpoints_after_global_routing": "false",
  "flow.area_growth_from_synthesis_pct": 56.24,
  "outcome": "completed",
  "area_leaders": "sky130_fd_sc_hd__dfrtp_1, sky130_fd_sc_hd__mux2_2, sky130_fd_sc_hd__mux2_4",
  "worst-endpoint-required_ps": 1840,
  "gr-total-overflow": 0,
  "critical_path.max_stage_delay_ps": 400,
  "drtPass1Iterations": 3,
  "worst-path-max-fanout": 5,
  "drc_errors": 0,
  "grt_antenna_before_repair": 0,
  "synthArstFlopShare_pct": 100.0,
  "max_clock_freq_mhz": 450.3,
  "die_h_um": 109,
  "ys.warnings.count": 2,
  "numSynthFlops": 24,
  "worst-slew-pin-transition_ps": 323.6,
  "core.rowCount": 32,
  "ios": 42,
  "seq_area_frac_synth_pct": 46.07,
  "first_pass_grt_wire_length_um": 6161,
  "ys_cells": 101,
  "clk_latency_late_pin_ps": 260,
  "critical-path-slowest-cell": "sky130_fd_sc_hd__or3b_4"
}
==> cell usage in the layout (no fill, tap or decap), drive strengths merged, types with 2 or more instances in the layout <==
master	Yosys	routed
mux2i	7	7
nor2	9	9
nand2	3	3
a21oi	3	3
o2bb2ai	7	7
clkdlybuf4s50	0	26
dfrtp	24	24
o22a	2	2
buf	4	19
clkbuf	0	4
a22oi	7	7
mux2	25	25
dlygate4sd2	0	12
==> kinds of logic (layout without fill, tap and decap cells) <==
family / count (synthesis) / count (layout)
mux: 32 / 32
flops: 24 / 24
compound gates: 21 / 21
simple gates: 18 / 18
buf+inv: 5 / 62
fa+ha+maj: 1 / 1
==> repair_timing <==
item,CTS,global route
endpoints found under the setup margin,16,6
pin swaps,6,1
resized,32,3
setup buffers,1,0
==> where the power goes <==
group	internal [uW]	switching, uW	total, uW
clock	153	136	289
sequential	515	57.8	573
combinational	227	114	341
==> cell type report <==
| cell class | instances | area [sq um] |
|---|---|---|
| multi-input combinational | 72 | 708.2 |
| timing repair buffer | 57 | 541.8 |
| clock buffer | 4 | 55.05 |
| inverter | 1 | 3.754 |
| sequential | 24 | 600.6 |
| tap | 102 | 127.6 |
| fill | 809 | 5690 |
==> routing by layer <==
metal / wire length [um] / track usage [%]
met5: 0 / 0
met4: 36 / 0.8475
met2: 1699 / 9.683
met1: 1903 / 9.815
met3: 356 / 2.330
==> stage by stage <==
stage	cells	total power (uW)	setup WS, ps	setup TNS (ps)	area (sq um)
after floorplan	101	748.2	480.8	0	1304
after global placement	255	926.9	-515.2	-5407	1962
after detailed placement	255	930.8	-500.5	-5288	1962
after CTS	260	1212	6.243	0	2026
after global routing	260	1281	10.02	0	2037
final	260	1203	79.06	0	2037
==> final timing paths <==
path | start | endpoint | slack [ps]
max | Rd[1] | Rd_data[6] | 80
min | gpr[1][0]$_DFFE_PP0P_ | gpr[1][0]$_DFFE_PP0P_ | 510
max reg2reg | gpr[3][5]$_DFFE_PP0P_ | gpr[3][5]$_DFFE_PP0P_ | 1500
min reg2reg | gpr[1][0]$_DFFE_PP0P_ | gpr[1][0]$_DFFE_PP0P_ | 510
max in group asynchronous | SW[9] | gpr[4][4]$_DFFE_PP0P_ | 1440
min in group asynchronous | SW[9] | gpr[3][0]$_DFFE_PP0P_ | 610
Power figures rest on the tool's default switching activity, not on a simulated workload.
